==> design.v <==
module ALU(A,B,control, out,ZeroE,LessThanE);
    input signed [31:0] A,B;
    input [2:0] control;
    output ZeroE,LessThanE;
    output signed [31:0] out;
    reg signed [31:0] out;
    always @(A,B,control) begin
        out = A + B;
        case (control)
            3'b000: out = A + B;
            3'b001: out = A - B;
            3'b010: out = A & B;
            3'b011: out = A | B;
            3'b100: out = ({0,A} < {0,B}) ? 32'd1 : 32'd0;
            3'b101: out = (A < B) ? 32'd1 : 32'd0;
            3'b110: out = A ^ B;
            default: out = A + B;
        endcase
    end
    assign ZeroE = (A == B) ? 1 : 0;
    assign LessThanE = (A < B) ? 1 : 0;
endmodule
==> run.sh <==
#!/bin/bash
# OpenROAD 26Q1-2900-gdf79404cd8, Yosys 0.63+post, stock flow scripts
make -C /OpenROAD-flow-scripts/flow DESIGN_CONFIG=/design/flow/config.mk WORK_HOME=/design/flow/orfs finish
==> config.mk <==
export PLATFORM = sky130hd
export DESIGN_NAME = ALU
export DESIGN_NICKNAME = ALU
export VERILOG_FILES = /design/flow/design.v
export SDC_FILE = /design/flow/constraint.sdc
export NUM_CORES = 4
export LEC_CHECK = 1
export CORE_UTILIZATION = 50
==> constraint.sdc <==
current_design ALU

set clk_period 12.7
set clk_io_pct 0.2

create_clock -name clk0 -period $clk_period

set non_clock_inputs [all_inputs -no_clocks]
set_input_delay [expr $clk_period * $clk_io_pct] -clock clk0 $non_clock_inputs
set_output_delay [expr $clk_period * $clk_io_pct] -clock clk0 [all_outputs]
==> metrics.csv <==
stage;metric;value;unit
run_status;status;completed;
final_timing;slew_headroom;48.12;%
die;pin_count;101;
place;gp_congestion;0.9552;
final_timing;fin_crit;8.897;ns
synth;ys_types;76;
synth;yosys-stat-cells;824;
synth;yosysWarnings;1;
layout;layout_top_cell;inv_1;
synth;syn_area;5453;sq um
layout;ff_latch_area;0;sq um
synth;yosys.stat.chipArea;5453;sq um
die;num_rows;37;
layout;most-common-layout-cells;inv_1 (113), a21oi_1 (103), clkdlybuf4s50_1 (99);
die;die_w;106.4;um
die;design.core.area;10460;sq um
route;routed_wl;17.97;mm
grt;grt_pass1_wl;28.75;mm
synth;syn_inst;824;
final_timing;tightest_slew;0.7766;ns
place;place_hpwl;13.33;mm
setup_path;worstPathArrival;6.36;ns
synth;synth_area_per_cell;6.617;sq um
layout;flop-count;0;
place;io_buffers;101;
final_timing;tns;0;ns
pwr;powerDensity;47.70;nW/um^2
final_timing;rsz0062_at_grt;no;
worst_hold_path;whs_endpoint;out[0];
worst_hold_path;holdPathStages;5;
final_timing;setup_violations;0;
layout;drive_gt1_share;4.577;%
pwr;vdd_drop_max;25.59;uV
run;warnings;97;
setup_path;end_kind;output pin;
final_timing;finalClockPeriodUsage;70.06;%
run;cap_viol_max_count;0;
worst_hold_path;hold_start;control[2];
final_timing;maxSlewViolCount;0;
layout;clkbuf_count;0;
setup_path;start_kind;input pin;
route;vias;6332;
final_timing;fmax;112.4;MHz
route;vias_per_cell;6.269;
setup_path;crit_required;10.16;ns
clocking;cts-resized-gates;0;
final_timing;hold_viol;0;
route;dr.pass1.iters;6;
route;drt_iter0_drc;425;
clocking;postCtsSetupRepairBufs;0;
synth;seq_area_frac_synth;0;%
clocking;hold_buffers;0;
die;die_y;106.4;um
grt;track_usage;31.50;%
route;antenna_cells;0;
grt;grt_start_max_net_pins;64;
worst_hold_path;min_path_type;in -> out;
die;initCoreUtil;52.12;%
layout;syn_to_final_growth;18.10;%
route;drc;0;
grt;antenna_found_initial;0;
route;wl_per_cell;17.79;um
final_timing;holdWs;6.166;ns
setup_path;crit_type;in -> out;
grt;overflow;0;
grt;grt_pass1_vias;5658;
setup_path;crit_fanout;9;
route;drt.antenna.violating_nets;0;
pwr;leakagePower;0.002995;uW
die;die_area;11330;sq um
synthesized netlist by cell type (all sizes together) (7+ instances only):
master | instances | share of area (%)
nor2 | 60 | 4.1
a31oi | 14 | 1.9
nand2b | 10 | 1.3
inv | 115 | 7.9
nor2b | 7 | 0.80
clkbuf | 44 | 3.0
a211oi | 12 | 1.7
a221oi | 11 | 1.8
nor3 | 13 | 1.4
o21bai | 13 | 1.8
o311ai | 8 | 1.6
a221o | 11 | 2.0
o221ai | 12 | 1.9
o31ai | 14 | 1.9
buf | 15 | 1.5
nand2 | 48 | 3.3
o21ai | 46 | 4.3
nor4 | 7 | 0.80
ha | 96 | 22
mux2i | 19 | 3.5
o22ai | 30 | 3.4
a22o | 10 | 1.6
or3 | 8 | 1.0
a21oi | 107 | 10
a21o | 17 | 2.3
nand3 | 8 | 0.83
routing by layer:
metal	up-vias	part of all wire (%)	track usage, %
met5	-	0	0
met4	0	1.8	5.479
met3	35	8.5	2.126
met2	336	45	51.90
met1	2853	44	45.59
li1	3108	-	-
power by group:
group	total (uW)	internal, uW	leakage, uW	switching (uW)
clock network	0	0	0	0
registers	0	0	0	0
logic	307	138	0.00300	169
total	307	138	0.00300	169
layout make-up:
type | instances | area, sq um
timing repair buffer | 109 | 1061
tap | 136 | 170.2
inverter | 115 | 431.7
fill | 921 | 4023
multi-input combinational | 650 | 4777
worst max-delay path: stages:
cell and delay, ns:
clkdlybuf4s50_1 0.51, inv_1 0.06, ha_1 0.49, inv_1 0.14
a22o_1 0.29, o31ai_1 0.32, a31oi_1 0.22, o31ai_1 0.64
nor4_1 0.11, a211oi_1 0.27, mux2i_1 0.25, o211ai_2 0.08
clkdlybuf4s50_1 0.44
worst max-delay path by stage:
stage | from | end | slack [ns] | depth (start not counted)
final | A[5] | out[30] | 3.80 | 13
after global routing | A[5] | out[30] | 3.56 | 13
after CTS | A[9] | out[25] | 3.83 | 13
cells by family after synthesis:
| kind of cell | count (synthesis) | share of synthesized area (%) |
|---|---|---|
| xor+xnor | 5 | 0.8033 |
| simple gates | 181 | 16.15 |
| compound gates | 345 | 43.85 |
| mux | 21 | 3.970 |
| fa+ha+maj | 98 | 22.76 |
| buf+inv | 174 | 12.46 |
through the flow:
| step | worst slack, ns | cell area (sq um) | power, uW | utilization (%) | instances |
|---|---|---|---|---|---|
| global placement | 3.872 | 6440 | 299.8 | 61.55 | 1010 |
| global route | 3.564 | 6440 | 336.7 | 61.55 | 1010 |
| detailed placement | 3.836 | 6440 | 300.7 | 61.55 | 1010 |
| finish | 3.803 | 6440 | 307.2 | 61.55 | 1010 |
| floorplan | 5.299 | 5453 | 193.5 | - | 824 |
| CTS | 3.826 | 6440 | 303.0 | 61.55 | 1010 |
No activity file was given, so power comes from the tool's default toggle rates.
