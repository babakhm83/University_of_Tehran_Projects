===== ./run.sh =====
#!/bin/bash
# OpenROAD 26Q1-2900-gdf79404cd8, Yosys 0.63+post, stock flow scripts
make -C /OpenROAD-flow-scripts/flow DESIGN_CONFIG=/design/flow/config.mk WORK_HOME=/design/flow/orfs finish

===== ./constraint.sdc =====
current_design registerDE

set clk_period 1.0
set clk_io_pct 0.2

create_clock -name clk0 -period $clk_period [get_ports {clk}]

set non_clock_inputs [all_inputs -no_clocks]
set_input_delay [expr $clk_period * $clk_io_pct] -clock clk0 $non_clock_inputs
set_output_delay [expr $clk_period * $clk_io_pct] -clock clk0 [all_outputs]

===== ./config.mk =====
export PLATFORM = sky130hd
export DESIGN_NAME = registerDE
export DESIGN_NICKNAME = registerDE
export VERILOG_FILES = /design/flow/design.v
export SDC_FILE = /design/flow/constraint.sdc
export NUM_CORES = 4
export LEC_CHECK = 1
export CORE_AREA = 10 10 187 187
export DIE_AREA = 0 0 197 197

===== ./design.v =====
module registerDE(clk,rst,CLR,RD1D,RD2D,PCD,Rs1D,Rs2D,RdD,ExtImmD,PCPlus4D,RegWriteD,ResultSrcD,MemWriteD,
JumpD,BranchD,ALUControlD,ALUSrcD,ImmSrcD, 
RD1E,RD2E,PCE,Rs1E,Rs2E,RdE,ExtImmE,PCPlus4E,RegWriteE,ResultSrcE,MemWriteE,
JumpE,BranchE,ALUControlE,ALUSrcE,ImmSrcE);
    input clk,rst,CLR,RegWriteD,MemWriteD,JumpD,BranchD,ALUSrcD;
    input [31:0] RD1D,RD2D,PCD,ExtImmD,PCPlus4D;
    input [4:0] Rs1D,Rs2D,RdD;
    input [2:0] ALUControlD,ImmSrcD;
    input [1:0] ResultSrcD;
    output [31:0] RD1E,RD2E,PCE,ExtImmE,PCPlus4E;
    output [4:0] Rs1E,Rs2E,RdE;
    output [2:0] ALUControlE,ImmSrcE;
    output [1:0] ResultSrcE;
    output RegWriteE,MemWriteE,JumpE,BranchE,ALUSrcE;
    reg [31:0] RD1E = 32'd0, RD2E = 32'd0, PCE = 32'd0, ExtImmE = 32'd0, PCPlus4E = 32'd0;
    reg [4:0] Rs1E = 32'd0, Rs2E = 32'd0, RdE = 32'd0;
    reg [2:0] ALUControlE= 3'd0,ImmSrcE=3'd0;
    reg [1:0] ResultSrcE= 2'd0;
    reg RegWriteE=1'b0,MemWriteE=1'b0,JumpE=1'b0,BranchE=1'b0,ALUSrcE=1'b0;
    always @(posedge clk) begin
        if(rst) begin
            RD1E <= 32'd0;
            RD2E <= 32'd0;
            PCE <= 32'd0;
            ExtImmE <= 32'd0;
            PCPlus4E <= 32'd0;
            Rs1E <= 5'd0;
            Rs2E <= 5'd0;
            RdE <= 5'd0;
            RegWriteE <= 1'b0;
            ResultSrcE <= 2'b0;
            MemWriteE <= 1'b0;
            JumpE <= 1'b0;
            BranchE <= 1'b0;
            ALUControlE <= 3'b0;
            ALUSrcE <= 1'b0;
            ImmSrcE <= 3'b0;
        end
        else
            if(CLR) begin
                RD1E <= 32'd0;
                RD2E <= 32'd0;
                PCE <= 32'd0;
                ExtImmE <= 32'd0;
                PCPlus4E <= 32'd0;
                Rs1E <= 5'd0;
                Rs2E <= 5'd0;
                RdE <= 5'd0;
                RegWriteE <= 1'b0;
                ResultSrcE <= 2'b0;
                MemWriteE <= 1'b0;
                JumpE <= 1'b0;
                BranchE <= 1'b0;
                ALUControlE <= 3'b0;
                ALUSrcE <= 1'b0;
                ALUSrcE <= 1'b0;
                ImmSrcE <= 3'b0;
            end
            else begin
                RD1E <= RD1D;
                RD2E <= RD2D;
                PCE <= PCD;
                ExtImmE <= ExtImmD;
                PCPlus4E <= PCPlus4D;
                Rs1E <= Rs1D;
                Rs2E <= Rs2D;
                RdE <= RdD;
                RegWriteE <= RegWriteD;
                ResultSrcE <= ResultSrcD;
                MemWriteE <= MemWriteD;
                JumpE <= JumpD;
                BranchE <= BranchD;
                ALUControlE <= ALUControlD;
                ALUSrcE <= ALUSrcD;
                ImmSrcE <= ImmSrcD;
            end
    end
endmodule

==> flow_metrics.py <==
# Auto-generated metrics
metrics = {
    "die": {
        "die_w_microns": 197,
        "core-area_sq_um": 30700,
        "fp_util_pct": 20.1,
        "die_area_sq_um": 38800,
        "row_count": 64,
        "ioPinCount": 379,
        "die_h_microns": 197,
    },
    "clock_network": {
        "cts_sinks": 188,
        "clockBufferDepth": 2,
        "h-tree-depth": 4,
        "cts_buffers": 17,
        "postCtsSetupBuffers": 0,
        "cts_tree": "built",
        "clockRootBuffer": "clkbuf_16",
        "clkTransAtPathRegs_ns": 0.07,
    },
    "synth": {
        "ys_warn_count": 1,
        "yosys_cells": 418,
        "synth_cells": 418,
        "synth_area_sq_um": 6170,
        "yosys_register_bits": 188,
        "syn_area_per_cell_sq_um": 14.8,
        "ys_chip_area_sq_um": 6170,
        "ys_types": 6,
        "ys_seq_share_pct": 61.0,
    },
    "final_timing": {
        "finalCritPeriodShare_pct": 109,
        "rsz0062_at_grt": "true",
        "tightestPinTransition_ns": 0.408,
        "tns_ns": -8.41,
        "final.min_clock_period_ns": 1.09,
        "fin_ws_ns": -0.0888,
        "hold_slack_ns": 0.169,
        "drv_slew": 0,
        "setup_viol": 188,
        "relSlewSlack_pct": 72.7,
        "hold_viol_final": 0,
        "clock.fmax_mhz": 918,
    },
    "finish": {
        "area_growth_pct": 65.7,
        "layout_top_cells": "clkdlybuf4s50_1, buf_2, dfxtp_1",
        "stdcell_area_sq_um": 10200,
        "lay_top_count": "clkdlybuf4s50_1",
        "drive_above_1_share_pct": 49.8,
        "fillers": 3087,
    },
    "setup_path": {
        "slowest_stage": "dfxtp_2",
        "path_cells": "buf_6",
        "max_stage_delay_ns": 0.35,
        "crit_path_end": "RD2E[21]",
        "path_buffers": 1,
        "path_class": "flop to primary output",
        "cp_max_fo": 1,
        "worstSetupEndpointType": "primary output",
        "cp-start-kind": "flop",
        "critical-path-top-delay-family": "flip-flops",
        "cp-startpoint": "RD2E[21]",
        "arrival_ns": 0.89,
        "critical_path_depth": 1,
        "critPathRequiredTime_ns": 0.80,
    },
    "drt": {
        "drt-pass1-iter-count": 4,
        "antennaDiodeCount": 0,
        "ant_nets": 0,
        "drt-initial-drc-count": 84,
        "routed_wirelength_microns": 21600,
        "avgRoutedWirePerCell_microns": 17.7,
        "num_vias": 4472,
        "drcViolationCount": 0,
        "viasPerCell": 3.67,
    },
    "outcome": {
        "status": "complete, but fails checks",
        "violations": "setup timing",
    },
    "worst_hold_path": {
        "min_path_type": "input port to flop",
    },
    "pwr": {
        "power_leakage_nw": 4.27,
        "max-vdd-ir-drop_mv": 1.56,
        "power_density_nw_per_um2": 1650,
    },
    "placed_design": {
        "placed_cell_area_sq_um": 10500,
        "dp.final_hpwl_microns": 16900,
        "port_buffers": 378,
        "preCtsSetupSlack_ns": -0.205,
        "gp_congestion": 0.776,
    },
    "global_route": {
        "grt_pass1_vias": 4969,
        "grt_max_degree": 48,
        "grt-ovfl-total": 0,
        "grtUsageTotal_pct": 10.8,
        "antenna_found_initial": 0,
        "grt_pass1_wl_microns": 31700,
    },
    "flow_run": {
        "max_cap_viol_count": 0,
        "tool_warnings": 27,
    },
}
## registers in the layout, summed over array words and instances (netlist names), 5 cells and up
| signal | count |
|---|---|
| PCE | 32 |
| ExtImmE | 32 |
| RD1E | 32 |
| PCPlus4E | 32 |
| RdE | 5 |
| Rs1E | 5 |
| Rs2E | 5 |
| RD2E | 32 |
## layer usage
layer | global-route usage [%] | share of wire [%] | vias to the layer above
met5 | 0 | 0 | -
met4 | 1.31 | 1.2 | 0
met1 | 12.4 | 37 | 2076
met3 | 4.49 | 9.3 | 11
met2 | 19.1 | 52 | 180
li1 | - | - | 2205
## final cells by class
| class | count | area, sq um | area share [%] |
|---|---|---|---|
| clock buffers | 18 | 429 | 4.20 |
| flip-flops and latches | 188 | 3800 | 37.2 |
| repair buffers | 414 | 3300 | 32.3 |
| well taps | 396 | 495 | 4.85 |
| clock inverters | 14 | 180 | 1.76 |
| multi-input cells | 188 | 2010 | 19.7 |
## where the power goes
group          switching (mW)  internal (mW)
clock network            3.12           3.99
logic                   0.601           1.26
registers              0.0688           7.79
## per-stage QoR
step / power [mW] / instances / utilization [%]
5_1_grt: 17.6 / 1218 / 33.2
2_1_floorplan: 8.65 / 418 / -
4_1_cts: 17.2 / 1218 / 33.1
6_report: 16.8 / 1218 / 33.2
3_5_place_dp: 10.2 / 1186 / 34.1
3_3_place_gp: 10.2 / 1186 / 34.1
## how the worst min path moves through the flow
stage	depth (start not counted)	endpoint	from
4_1_cts	3	PCPlus4E[19]	CLR
5_1_grt	3	PCPlus4E[10]	CLR
6_report	3	PCPlus4E[4]	CLR
## cells by family (layout without fill, tap and decap cells)
logic type	count (synthesis)	after routing	share of synthesized area [%]
AND/OR/NAND/NOR	188	188	32.6
flip-flops	188	188	61.0
buffers and inverters	42	446	6.39
## repair_timing
item | 4_1_cts | 5_1_grt
hold buffers | 0 | 0
endpoints found under the setup margin | 188 | 188
resized | 657 | 16
gates cloned | 0 | 0
## cell usage after synthesis
cell type	instances	area, sq um
buf_4	1	7.51
nor3b_1	68	510
buf_2	12	60.1
nor3b_2	120	1500
buf_6	29	327
dfxtp_1	188	3760
Power is estimated from default activity; no workload was simulated.
