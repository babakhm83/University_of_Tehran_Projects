<file path="design.v">
module buffer#(parameter PAR_WRITE=1,PAR_READ=1,DEPTH=8,BITS=16,INDEX=3)(clk,wen,din,waddr,raddr, dout);
    input clk,wen;
    input [INDEX-1:0] waddr,raddr;
    input [BITS*PAR_WRITE-1:0] din;
    output reg [BITS*PAR_READ-1:0] dout;
    reg [BITS-1:0] x [0:DEPTH-1];
    integer i=0,j=0,k=0;
    initial begin
        for (i=0; i<DEPTH; i=i+1) begin
            x[i]<=0;
        end
    end
    always @(*) begin
        for (j = 0; j < PAR_READ; j = j + 1) begin
            if((raddr + j)>=DEPTH)
                dout[j*BITS +: BITS] <= x[(raddr + j) - (DEPTH)];
            else
                dout[j*BITS +: BITS] <= x[(raddr + j)];
        end
    end
    always @(posedge clk) begin
        if (wen) begin
            for (k = 0; k < PAR_WRITE; k = k + 1) begin
                if((waddr + PAR_WRITE-k-1)>=DEPTH)
                    x[(waddr + PAR_WRITE-k-1) - (DEPTH)] <= din[k*BITS +: BITS];
                else
                    x[(waddr + PAR_WRITE-k-1)] <= din[k*BITS +: BITS];
            end
        end
    end
endmodule
module circular_buffer#(parameter PAR_WRITE=1,parameter PAR_READ=1,parameter DEPTH=8,parameter BITS=16)(clk,rst,read_en,write_en,din, 
valid,ready,dout);
    input clk,rst,read_en,write_en;
    input [BITS*PAR_WRITE-1:0] din;
    output valid,ready;
    output [BITS*PAR_READ-1:0] dout;
    wire cnt_w,cnt_r,wen,full,empty;
    datapath_circular_buffer#(PAR_WRITE,PAR_READ,DEPTH,BITS)dp(clk,rst,din,cnt_w,cnt_r,wen, dout,full,empty);
    controller_circular_buffer c(read_en,write_en,full,empty, valid,ready,cnt_w,cnt_r,wen);
endmodule
module controller_circular_buffer(read_en,write_en,full,empty, valid,ready,cnt_w,cnt_r,wen);
    input read_en,write_en,full,empty;
    output valid,ready,cnt_w,cnt_r,wen;
    assign valid = (~empty);
    assign ready = (~full);
    assign cnt_r = ({write_en,read_en}==2'b00)?1'b0:({write_en,read_en}==2'b01)?(~empty):
    ({write_en,read_en}==2'b10)?1'b0:1'b1;
    assign cnt_w = ({write_en,read_en}==2'b00)?1'b0:({write_en,read_en}==2'b01)?1'b0:
    ({write_en,read_en}==2'b10)?(~full):1'b1;
    assign wen = ({write_en,read_en}==2'b00)?1'b0:({write_en,read_en}==2'b01)?1'b0:
    ({write_en,read_en}==2'b10)?(~full):(~full);
endmodule
module counter_circular_buffer #(parameter BITS=3,PAR=1) (cnt,clk,rst, pout);
    input cnt,clk,rst;
    output reg [BITS:0] pout=0;
    always @(posedge clk) begin
        if(rst)
            pout <= 0;
        else if(cnt) begin
            if((pout+PAR)>={1'b1,{(BITS-1){1'b0}},1'b1})
                pout <= (pout+PAR)-{1'b1,{(BITS-1){1'b0}},1'b1};
            else
                pout <= (pout+PAR);
        end
    end
endmodule
module datapath_circular_buffer#(parameter PAR_WRITE=1,parameter PAR_READ=1,parameter DEPTH=8,parameter BITS=16)(clk,rst,din,cnt_w,cnt_r,wen, 
dout,full,empty);
    input clk,rst,cnt_w,cnt_r,wen;
    input [BITS*PAR_WRITE-1:0] din;
    output full,empty;
    output [BITS*PAR_READ-1:0] dout;
    parameter INDEX = $clog2(DEPTH);
    wire [INDEX:0]wr_ptr,r_ptr,wptr_plus_1,par_read,par_write,depth;
    assign par_read=PAR_READ;
    assign par_write=PAR_WRITE;
    assign depth=DEPTH;
    assign wptr_plus_1=wr_ptr+1;
    assign full  = (wr_ptr+1)%(DEPTH+1)==r_ptr;
    assign empty = (wr_ptr == r_ptr);
    buffer #(.PAR_WRITE(PAR_WRITE),.PAR_READ(PAR_READ),.DEPTH(DEPTH+1),.BITS(BITS),.INDEX(INDEX+1)) b 
    (.clk(clk),.wen(wen),.din(din),.waddr(wr_ptr),.raddr(r_ptr), .dout(dout));
    counter_circular_buffer #(.BITS(INDEX),.PAR(PAR_WRITE)) c_w (.cnt(cnt_w),.clk(clk),.rst(rst), .pout(wr_ptr));
    counter_circular_buffer #(.BITS(INDEX),.PAR(PAR_READ)) c_r (.cnt(cnt_r),.clk(clk),.rst(rst), .pout(r_ptr));
endmodule
</file>
<file path="run.sh">
#!/bin/bash
# OpenROAD 26Q1-2900-gdf79404cd8, Yosys 0.63+post, stock flow scripts
make -C /OpenROAD-flow-scripts/flow DESIGN_CONFIG=/design/flow/config.mk WORK_HOME=/design/flow/orfs finish
</file>
<file path="config.mk">
export PLATFORM = sky130hd
export DESIGN_NAME = circular_buffer
export DESIGN_NICKNAME = circular_buffer
export VERILOG_FILES = /design/flow/design.v
export SDC_FILE = /design/flow/constraint.sdc
export NUM_CORES = 4
export LEC_CHECK = 1
export CORE_UTILIZATION = 50
</file>
<file path="constraint.sdc">
current_design circular_buffer

set clk_period 9.1
set clk_io_pct 0.2

create_clock -name clk0 -period $clk_period [get_ports {clk}]

set non_clock_inputs [all_inputs -no_clocks]
set_input_delay [expr $clk_period * $clk_io_pct] -clock clk0 $non_clock_inputs
set_output_delay [expr $clk_period * $clk_io_pct] -clock clk0 [all_outputs]
</file>
==> ci_impl_report.md <==
### Flow metrics

| Metric | Value |
|---|---|
| Met2 GRT Util | `0.313` |
| # diodes | `0` |
| Post-CTS resize count | `0` |
| Floorplan Utilization | `0.520` |
| Post-synth ARST share | `0` |
| Pins Over Slew Limit | `0` |
| Fmax | `approximately 140 MHz` |
| Max IR drop VDD | `about 0.00013 V` |
| DP Worst Slack | `roughly 2.5 ns` |
| Max-Cap Viols | `0` |
| Critical Path RT | `7.28 ns` |
| Remaining Overflow, GRT | `0` |
| Setup ws final | `about 2.0 ns` |
| AND-OR/OR-AND share of the synthesized area | `0.0769` |
| Adder Share, Synth | `0.0268` |
| Yosys Chip Area | `about 0.0070 sq mm` |
| Mean routed wirelength per cell | `20.1 um` |
| Crit path arrival time | `between 5 and 6 ns` |
| DIE HEIGHT | `~120 um` |
| CP startpoint kind | `flop` |
| Post-DP HPWL | `just over 8000 um` |
| Setup crit start | `dp.c_w.pout[0]$_SDFFE_PP0P_` |
| Critical Path Sink | `ready` |
| Antenna violations before repair | `0` |
| Via density | `5.84` |
| RSZ-0062 raised after global routing | `no` |
| GR met1 Demand/Resource | `0.376` |
| Total negative slack | `0 ns` |
| Antenna viol nets, final | `0` |
| Leakage | `between 2 and 3 nW` |
| Synth warn | `2` |
| Final setup viols | `0` |
| CP peak stage delay | `0.71 ns` |
| Multiplexer share | `0.132` |
| DIE WIDTH | `around 120 um` |
| Avg Inst Size Synth | `~15 sq um` |
| Synthesized registers | `152` |
| EDFF count, synth | `144` |
| XOR/XNOR Fraction of Synth Area | `0.0238` |
| Critical path capture point type | `primary output` |
| Gr usage total | `0.225` |
| Post-CTS Setup Inserts | `0` |
| CTS Hold Bufs | `0` |
| Clk Latency, worst-skew pair | `0.41 ns` |
| Layout cells sized above 1 | `0.194` |
| CTS tree | `yes` |
| Final hold slack | `0.683 ns` |
| Pre-antenna DRT Iters | `4` |
| Cell mode on critical path | `ha_1` |
| Hold Crit Class | `flop to flop` |
| Worst-path maximum fanout | `18` |
| Reg2Reg Capture Point | `dp.b.x[7][10]$_DFFE_PP_` |
| Worst-path clk slew | `0.06 ns` |
| Gate Count Post-Synth | `~450` |
| Min Clock Period, post-route | `7.11 ns` |
| Clk buf depth | `2` |
| Post-Route WL | `13900 um` |
| Clk_skew | `between 0.004 and 0.005 ns` |
| Largest net degree at the start of global routing | `33` |
| Synthesis-to-layout area growth | `17.3%` |
| Netlist cell types | `approximately 60` |
| Reg2Reg Depth | `18` |
| Iter 0 DRT Violations | `285` |
| Core Area | `0.0135 sq mm` |
| Worst path cell trace | `ha_1 -> xor2_1 -> inv_1 -> ha_1 -> and4bb_2 -> nor2_2 -> xnor2_1 -> ha_1 -> nand2b_1 -> a311oi_2 -> nor3_1 -> o31a_1 -> o21a_1 -> o2111ai_4 -> clkdlybuf4s50_1` |
| Top_reg_cell synth | `edfxtp_1` |
| Root Driver | `clkbuf_16` |
| Final RePlAce weighted congestion | `0.851` |
| Mapped Area | `0.00700 sq mm` |
| Fin crit share | `0.781` |
| Logic family by area | `multiplexers` |
| Vias in the first global route | `4101` |
| Die area | `~0.014 sq mm` |
| Final hold violations | `0` |
| Seq/Total Area, Yosys | `0.641` |
| Worst setup path class | `flop to primary output` |
| Synth area leader | `edfxtp_1` |
| Simple logic cell fraction of the synthesized area | `0.0767` |
| Area fraction of the dominant cell type after synthesis | `0.618` |
| Via count | `around 4000` |
| RR Startpoint | `dp.c_w.pout[0]$_SDFFE_PP0P_` |
| FF-to-FF setup slack | `3.26 ns` |
| Num rows | `42` |
| # H-tree levels | `4` |
| # IOs | `38` |
| Total CTS buffers | `17` |
| PwrDens | `227 mW/mm^2` |
| Yosys cell count | `454` |
| Biggest area cells | `edfxtp_1 (62%), mux4_2 (10%), mux2i_1 (2.9%)` |
| Slowest cell on crit path | `dfxtp_1` |
| Buffers on Ports | `37` |
| Status | `completed` |
| Met3 track demand over resource | `0.108` |
| Clk sinks | `152` |
| GRT busiest layer | `met1` |
| OpenROAD warnings | `34` |
| Worst-margin pin slew | `0.719 ns` |
| Global-route wire length before repair | `22400 um` |
| DRC | `0` |
| Worst rel slew slack | `0.517` |
==> metrics by stage <==
step           cell area [sq um]  cells  power (mW)   util
5_1_grt                     8210    691        1.95  0.610
3_3_place_gp                7640    659        1.21  0.568
6_report                    8210    691        1.86  0.610
2_1_floorplan               7000    454        1.08      -
3_5_place_dp                7640    659        1.21  0.568
4_1_cts                     8210    691        1.88  0.610
==> critical path, delay by kind of cell (launching register included) <==
| family | cells | cell delay [ns] |
|---|---|---|
| AND/OR/NAND/NOR | 4 | 0.65 |
| flip-flops | 1 | 0.71 |
| AND-OR/OR-AND | 4 | 1.11 |
| buffers and inverters | 2 | 0.75 |
| adder cells (fa/ha/maj) | 3 | 1.00 |
| XOR/XNOR | 2 | 0.65 |
==> power by group <==
group	internal [mW]	leakage, nW	total, mW	switching (mW)
sequential	0.824	1.37	0.843	0.0189
combinational	0.164	1.14	0.353	0.189
clock	0.382	0.272	0.666	0.284
total	1.37	2.78	1.86	0.492
==> placed cells by master (no fill, tap or decap), types with 15 or more instances in the layout <==
master | netlist | layout
inv_1 | 16 | 16
nor2_1 | 29 | 29
clkbuf_16 | 0 | 17
ha_1 | 15 | 15
a21oi_1 | 32 | 30
mux4_2 | 32 | 32
clkdlybuf4s50_1 | 0 | 37
nand2_1 | 20 | 20
edfxtp_1 | 144 | 144
mux2i_1 | 20 | 20
==> worst min-delay path by stage <==
stage | cells past startpoint | endpoint | slack, ns | start
4_1_cts | 2 | dp.c_r.pout[3]$_SDFFE_PP0P_ | 0.68 | dp.c_r.pout[3]$_SDFFE_PP0P_
5_1_grt | 2 | dp.c_w.pout[3]$_SDFFE_PP0P_ | 0.73 | dp.c_w.pout[3]$_SDFFE_PP0P_
6_report | 2 | dp.c_r.pout[3]$_SDFFE_PP0P_ | 0.68 | dp.c_r.pout[3]$_SDFFE_PP0P_
==> sequential cells by signal (all words and copies together) (netlist names) <==
signal / count
dp.b.x: 144
dp.c_r.pout: 4
dp.c_w.pout: 4
==> synth_stat cells, types with 5 or more instances <==
cell type / number
o21ai_0: 8
ha_1: 15
a21oi_1: 32
nand2_1: 20
inv_1: 16
nand3_1: 6
mux2i_1: 20
a31oi_1: 6
mux4_2: 32
nor3_1: 11
xor2_1: 5
edfxtp_1: 144
xnor2_1: 14
buf_2: 5
nor2_1: 29
clkbuf_1: 10
nor4_1: 5
dfxtp_1: 8
==> kinds of logic after synthesis <==
| kind of cell | count (synthesis) |
|---|---|
| buffers and inverters | 37 |
| AND-OR/OR-AND | 79 |
| flip-flops | 152 |
| multiplexers | 52 |
| adder cells (fa/ha/maj) | 15 |
| XOR/XNOR | 19 |
| AND/OR/NAND/NOR | 100 |
==> layer usage <==
metal / share of wire / vias to the layer above
met3: 0.11 / 10
met2: 0.46 / 171
met1: 0.42 / 1961
li1: - / 1894
met4: 0.0094 / 0
met5: 0 / -
==> cell type report <==
class	count	area (sq um)
Tap cell	176	220
Multi-Input combinational cell	265	2410
Timing Repair Buffer	50	468
Inverter	16	60.1
Clock buffer	17	425
Sequential cell	152	4480
Fill cell	1054	5240
Clock inverter	15	141
Power is estimated from default activity; no workload was simulated.
